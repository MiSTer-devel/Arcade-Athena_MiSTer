===== flow/run.sh =====
#!/bin/bash
# OpenROAD 26Q1-2900-gdf79404cd8, Yosys 0.63+post, stock flow scripts
make -C /OpenROAD-flow-scripts/flow DESIGN_CONFIG=/design/flow/config.mk WORK_HOME=/design/flow/orfs finish

===== flow/config.mk =====
export PLATFORM = sky130hd
export DESIGN_NAME = TNKIIICore_LineBuffer_sync
export DESIGN_NICKNAME = TNKIIICore_LineBuffer_sync
export VERILOG_FILES = /design/flow/design.v
export SDC_FILE = /design/flow/constraint.sdc
export NUM_CORES = 4
export LEC_CHECK = 1
export CORE_UTILIZATION = 40
export SYNTH_MEMORY_MAX_BITS = 65536

===== flow/constraint.sdc =====
current_design TNKIIICore_LineBuffer_sync

set clk_period 167.9
set clk_io_pct 0.2

create_clock -name clk0 -period $clk_period [get_ports {clk}]

set non_clock_inputs [all_inputs -no_clocks]
set_input_delay [expr $clk_period * $clk_io_pct] -clock clk0 $non_clock_inputs
set_output_delay [expr $clk_period * $clk_io_pct] -clock clk0 [all_outputs]

===== flow/design.v =====
`default_nettype none
`timescale 1ns/1ps
module TNKIIICore_LineBuffer_sync(
    input  wire VIDEO_RSTn,
    input wire clk,
    input wire RESETn,
    input wire [7:0] FD,
    input wire LT,
    input wire VCKn,
    input wire CK1,
    input wire CK1n,
    input wire CK0,
    input wire CK0n,
    input wire FCK,
    input wire LD,
    input wire [7:0] hack_settings,
    input wire [8:0] FL_Y,  
    input wire HLD,
    input wire FY8,
    input wire [7:0] FY,
    input wire INVn,
    output logic [7:0] LD_BUF
);
    logic LTn;
    logic VCK;
    assign LTn = ~LT;
    assign VCK = ~VCKn;
    logic LDn;
    logic FCK_LDn;
    assign LDn = ~(LD & 1'b1);
    assign FCK_LDn = ~(FCK & LDn);
    logic [8:0] WA;
    logic A11_RCO;
    ttl_74163a_sync a11
    (
        .Clk(clk),  
        .Rst_n(VIDEO_RSTn),
        .Clear_bar(1'b1),  
        .Load_bar(FCK_LDn),  
        .ENT(1'b1),  
        .ENP(1'b1),  
        .D(FL_Y[3:0]),  
        .Cen(CK0),
        .RCO(A11_RCO),  
        .Q(WA[3:0])  
    );
    logic A12_RCO;
    ttl_74163a_sync a12
    (
        .Clk(clk),  
        .Rst_n(VIDEO_RSTn),
        .Clear_bar(1'b1),  
        .Load_bar(FCK_LDn),  
        .ENT(A11_RCO),  
        .ENP(1'b1),  
        .D(FL_Y[7:4]),  
        .Cen(CK0),
        .RCO(A12_RCO),  
        .Q(WA[7:4])  
    );
    logic [2:0] a13_dum;
    ttl_74163a_sync a13
    (
        .Clk(clk),  
        .Rst_n(VIDEO_RSTn),
        .Clear_bar(1'b1),  
        .Load_bar(FCK_LDn),  
        .ENT(A12_RCO),  
        .ENP(1'b1),  
        .D({3'b111,FL_Y[8]}),  
        .Cen(CK0),
        .RCO(),  
        .Q({a13_dum,WA[8]})  
    );
    logic HLDr;
    logic FCK_LDnr;
    always @(posedge clk) begin
        HLDr <= HLD;
        FCK_LDnr <= FCK_LDn;
    end
    logic [8:0] RA;
    logic [8:0] const_minus_x= 9'd199  ;
    logic [8:0] hacked_FY;
    assign hacked_FY = (hack_settings[0]) ? ({FY8,FY} + (~const_minus_x + 9'd1)) : {FY8,FY};
    n9bit_counter ra_counter
    (
        .Reset_n(VIDEO_RSTn),
        .clk(clk), 
        .cen(CK1),
        .direction(INVn),  
        .load_n(HLDr),  
        .ent_n(1'b0),
        .enp_n(1'b0),
        .P(hacked_FY),  
        .Q(RA)    
    );
    logic a14_A;  
    assign a14_A = ~(&FD[2:0]);
    logic A8_B_Qn;
    DFF_pseudoAsyncClrPre #(.W(1)) a8_A (
        .clk(clk),
        .rst(~VIDEO_RSTn),
        .din(a14_A),
        .q(),
        .qn(A8_B_Qn),
        .set(1'b0),     
        .clr(1'b0),     
        .cen(CK0n)  
    );
    logic D9_A_Q, D9_A_Qn;
    DFF_pseudoAsyncClrPre #(.W(1)) d9_A (
        .clk(clk),
        .rst(~VIDEO_RSTn),
        .din(D9_A_Qn),
        .q(D9_A_Q),
        .qn(D9_A_Qn),
        .set(1'b0),     
        .clr(~LTn),     
        .cen(VCK)  
    );
    logic [8:0] L0A;
    logic L0OE, L0WE, L0CE;
    ttl_74157 #(.DELAY_RISE(0), .DELAY_FALL(0)) b9 (.Enable_bar(1'b0), .Select(D9_A_Q),
                .A_2D({RA[3],WA[3],RA[2],WA[2],RA[1],WA[1],RA[0],WA[0]}), .Y(L0A[3:0]));
    ttl_74157 #(.DELAY_RISE(0), .DELAY_FALL(0)) b11 (.Enable_bar(1'b0), .Select(D9_A_Q),
                .A_2D({RA[7],WA[7],RA[6],WA[6],RA[5],WA[5],RA[4],WA[4]}), .Y(L0A[7:4]));
    ttl_74157 #(.DELAY_RISE(0), .DELAY_FALL(0)) b13 (.Enable_bar(1'b0), .Select(D9_A_Q),
                .A_2D({D9_A_Qn,1'b1, CK1,CK0, 1'b0,A8_B_Qn, RA[8],WA[8]}), .Y({L0OE,L0WE,L0CE,L0A[8]}));
    logic [8:0] L1A;
    logic L1OE, L1WE, L1CE;
    ttl_74157 #(.DELAY_RISE(0), .DELAY_FALL(0)) b10 (.Enable_bar(1'b0), .Select(D9_A_Qn),
                .A_2D({RA[3],WA[3],RA[2],WA[2],RA[1],WA[1],RA[0],WA[0]}), .Y(L1A[3:0]));
    ttl_74157 #(.DELAY_RISE(0), .DELAY_FALL(0)) b12 (.Enable_bar(1'b0), .Select(D9_A_Qn),
                .A_2D({RA[7],WA[7],RA[6],WA[6],RA[5],WA[5],RA[4],WA[4]}), .Y(L1A[7:4]));
    ttl_74157 #(.DELAY_RISE(0), .DELAY_FALL(0)) b14 (.Enable_bar(1'b0), .Select(D9_A_Qn),
                .A_2D({D9_A_Q,1'b1, CK1,CK0, 1'b0,A8_B_Qn, RA[8],WA[8]}), .Y({L1OE,L1WE,L1CE,L1A[8]}));
    logic [7:0] DL1_in, DL0_in;
    logic [7:0] DL1_out, DL0_out;
    ttl_74374_sync d14 (.RESETn(VIDEO_RSTn), .OCn(D9_A_Qn), .Clk(clk), .Cen(CK0n), .D(FD[7:0]), .Q(DL1_in));
    ttl_74374_sync d13 (.RESETn(VIDEO_RSTn), .OCn(D9_A_Q), .Clk(clk), .Cen(CK0n), .D(FD[7:0]), .Q(DL0_in));
    SRAM_sync_noinit #(.ADDR_WIDTH(9)) c13(.ADDR({L0A}), .clk(clk), .cen(~L0CE), .we(~L0WE), .DATA(DL0_in), .Q(DL0_out) );
    SRAM_sync_noinit #(.ADDR_WIDTH(9)) c14(.ADDR({L1A}), .clk(clk), .cen(~L1CE), .we(~L1WE), .DATA(DL1_in), .Q(DL1_out) );
    logic [7:0] DL0, DL1;
    assign DL0 = ((!L0OE && !L0CE) ? DL0_out : 8'hff);  
    assign DL1 = ((!L1OE && !L1CE) ? DL1_out : 8'hff);  
    logic [7:0] DLF;
    ttl_74157 #(.DELAY_RISE(0), .DELAY_FALL(0)) d12 (.Enable_bar(1'b0), .Select(D9_A_Q),
                .A_2D({DL0[3],DL1[3],DL0[2],DL1[2],DL0[1],DL1[1],DL0[0],DL1[0]}), .Y(DLF[3:0]));
    ttl_74157 #(.DELAY_RISE(0), .DELAY_FALL(0)) d11 (.Enable_bar(1'b0), .Select(D9_A_Q),
                .A_2D({DL0[7],DL1[7],DL0[6],DL1[6],DL0[5],DL1[5],DL0[4],DL1[4]}), .Y(DLF[7:4]));
    ttl_74273_sync d10(.RESETn(VIDEO_RSTn), .CLRn(1'b1), .Clk(clk), .Cen(CK1n), .D(DLF), .Q(LD_BUF));
endmodule
`default_nettype none
`timescale 1ns/1ps
module SRAM_sync_noinit #(parameter DATA_WIDTH = 8, ADDR_WIDTH = 10)(
    input wire clk,
    input wire [ADDR_WIDTH-1:0] ADDR,
    input wire [DATA_WIDTH-1:0] DATA,
    (* direct_enable = 1 *) input wire cen,
    input wire we,
    output reg [DATA_WIDTH-1:0] Q
    );
    (* ramstyle = "no_rw_check" *) reg [DATA_WIDTH-1:0] mem[0:(2**ADDR_WIDTH)-1];
    always @(posedge clk) begin
        Q <=  mem[ADDR];
        if(cen && we) begin
            mem[ADDR] <= DATA;
        end
    end
endmodule
`default_nettype none
`timescale 1ns/10ps
module DFF_pseudoAsyncClrPre #(parameter W=1 ) (
    input      wire          clk,
    input      wire          rst,
    input      wire [W-1:0]  din,
    output reg  [W-1:0]  q,
    output reg  [W-1:0]  qn,
    input      wire [W-1:0]  set,    
    input      wire [W-1:0]  clr,    
    input      wire [W-1:0]  cen 
);
reg  [W-1:0] last_edge;
generate
    genvar i;
    for (i=0; i < W; i=i+1) begin: flip_flop
        always @(posedge clk) begin
            if(rst) begin
                q[i]         <= 0;
                qn[i]        <= 1;
                last_edge[i] <= 1;
            end
            else begin
                last_edge[i] <= cen[i];
                if( clr[i] ) begin
                    q[i]  <= 1'b0;
                    qn[i] <= 1'b1;
                end else
                if( set[i] ) begin
                    q[i]  <= 1'b1;
                    qn[i] <= 1'b0;
                end else
                if( cen[i] && !last_edge[i] ) begin
                    q[i]  <=  din[i];
                    qn[i] <= ~din[i];
                end
            end
        end
    end
endgenerate
endmodule
`default_nettype none
`timescale 1ns/1ps
module n9bit_counter
(
  input wire Reset_n,
  input wire clk,
  input wire cen,
  input wire direction,  
  input wire load_n,     
  input wire ent_n,
  input wire enp_n,
  input wire [8:0] P,
  output logic [8:0] Q    
);
logic [8:0] count = 0;
logic last_cen;
always @(posedge clk) begin
    if(!Reset_n) begin
        count <= 9'h0;
        last_cen<= 1'b1;
    end
    else begin
        last_cen <= cen;
        if (cen && !last_cen) begin  
            if (~load_n)
            begin
                count <=  P;
            end
            else if (~ent_n & ~enp_n)  
            begin
                if (direction)
                begin
                if (count == 9'd511) count <= 9'd0;
                else count <=  count + 1;
                end
                else
                begin
                if (count == 9'd0) count <= 9'd511;
                else count <=  count - 1;
                end
            end
        end
    end
end
assign Q = count;
endmodule
`default_nettype none
`timescale 1ns/1ns
module ttl_74157 #(parameter BLOCKS = 4, WIDTH_IN = 2, WIDTH_SELECT = $clog2(WIDTH_IN),
                   DELAY_RISE = 12, DELAY_FALL = 13)
(
  input wire Enable_bar,
  input wire [WIDTH_SELECT-1:0] Select,
  input wire [BLOCKS*WIDTH_IN-1:0] A_2D,
  output wire [BLOCKS-1:0] Y
);
wire [WIDTH_IN-1:0] A [0:BLOCKS-1];
reg [BLOCKS-1:0] computed;
integer i;
always @(*)
begin
  for (i = 0; i < BLOCKS; i=i+1)
  begin
    if (!Enable_bar)
      computed[i] = A[i][Select];
    else
      computed[i] = 1'b0;
  end
end
wire [BLOCKS*WIDTH_IN-1:0] PK_IN_BUS; assign PK_IN_BUS=A_2D; generate genvar unpk_idx; for (unpk_idx=0; unpk_idx<BLOCKS; unpk_idx=unpk_idx+1) begin: gen_unpack assign A[unpk_idx][WIDTH_IN-1:0]=PK_IN_BUS[WIDTH_IN*unpk_idx+:WIDTH_IN]; end endgenerate
assign #(DELAY_RISE, DELAY_FALL) Y = computed;
endmodule
`default_nettype none
`timescale 1ns/1ps
module ttl_74163a_sync #(parameter WIDTH = 4)
(
  input wire Clk,  
  input wire Rst_n,
  input wire Clear_bar,  
  input wire Load_bar,  
  input wire ENT,  
  input wire ENP,  
  input wire [WIDTH-1:0] D,  
  input wire Cen,  
  output wire RCO,  
  output wire [WIDTH-1:0] Q  
);
wire RCO_current;
reg [WIDTH-1:0] Q_current;
wire [WIDTH-1:0] Q_next;
reg last_cen;
reg load_reg;
initial Q_current = {WIDTH{1'b0}};
assign Q_next = Q_current + 1;
always @(posedge Clk)
begin
  if (!Rst_n) begin
    Q_current <= {WIDTH{1'b0}};
    last_cen  <= 1;
    load_reg <= 1;
  end
  else begin
    last_cen <= Cen;
    load_reg <= Load_bar;
    if (!Clear_bar)  begin
      Q_current <= {WIDTH{1'b0}};
    end else
    begin
      if (!Load_bar && Cen && !last_cen) begin
        Q_current <= D;
      end
      else
      if (Load_bar && ENT && ENP && Cen && !last_cen) begin
        Q_current <= Q_next;
      end
    end
  end
end
assign RCO_current = ENT && (&Q_current);
assign RCO = RCO_current;
assign Q = Q_current;
endmodule
`default_nettype none
`timescale 1ns/1ps
module ttl_74273_sync
(
    input wire RESETn,
    input wire CLRn,
    input wire Clk,
    input wire Cen  ,
    input wire [7:0] D,
    output wire [7:0] Q
);
    reg [7:0] Q_current;
    reg last_cen;
    always @(posedge Clk)
    begin
        if (!RESETn) begin
            Q_current <= 0;
            last_cen <= 1'b1;
        end
        else 
        begin
            last_cen <= Cen;
            if (!CLRn) Q_current <= 0;
            else if(Cen && !last_cen) Q_current <= D;  
        end
    end
    assign Q = Q_current;
endmodule
`default_nettype none
`timescale 1ns/1ps
module ttl_74374_sync
(
    input  wire RESETn,
    input  wire Clk,
    input  wire Cen,
    input  wire OCn,
    input  wire [7:0] D,
    output wire [7:0] Q
);
    reg [7:0] Q_current;
    reg last_cen;
    always_ff @(posedge Clk) begin
        if (!RESETn) begin
            Q_current <= 0;
            last_cen <= 1'b1;
        end
        else begin
            last_cen <= Cen;
            if (Cen && !last_cen) Q_current <= D;
        end
    end
    assign Q = (!OCn) ?  Q_current : 8'hff;
endmodule

==> results.txt <==
status -> finished clean
Setup crit start kind -> primary input
# rows -> 326
initial antenna violation count -> 24
IO buf count -> 46
largest net degree at the start of global routing -> 148
pwr dens -> 11.8 mW/mm²
Core Region -> 0.788 mm²
Worst EP arrival -> 37.53 ns
fp util -> 40.1%
Largest type area fraction -> 77.9%
simple logic cell fraction of the synthesized area -> 2.08%
endpoints failing hold -> 0
area leader, netlist -> edfxtp_1
clk latency late pin -> 1.18 ns
final setup fails -> 0
Final Routed Wirelength -> 812 mm
Critical Path Slowest Stage Cell -> nor2_1
Clk pin slew, worst setup/hold paths -> 0.05 ns
CP Capture Type -> flop
fin crit share -> 21.9%
Rel. slew slack -> 13.1%
async set-reset flop share out of synthesis -> 0%
MUX share of area -> 14.6%
post-CTS resize count -> 0
Final Non-Filler Cells -> 26400
initial drt markers -> 10500
Yosys warnings -> 8
post-route core utilization -> 45.3%
post-CTS setup buffers -> 0
tool warnings -> 53
io pins -> 55
critical path class -> in -> reg
area grow syn2layout -> 13.0%
Final ANT Viol Nets -> 0
leakage power -> 99.3 nW
fa+ha+maj area frac -> 0.0238%
worst endpoint required time -> 168.67 ns
Avg WL per Cell -> 30.8 µm
Total GRT Usage -> 22.5%
CTS tree -> done
Synth Instances -> 14700
clock sink total -> 8251
fin. max-slew vios -> 0
number of max-cap violations -> 0
yosys stat chip area -> 0.316 mm²
most common cell in the netlist -> edfxtp_1
Unique masters post-synth -> 58
cts hold-fix bufs -> 0
vias in the first global route -> 167000
Via density -> 5.69
Die Span Y -> 891 µm
Yosys reg bits -> 8251
top cells, area -> edfxtp_1 78%, mux4_2 14%, a22oi_1 2.2%, nor2_1 1.2%, a21oi_1 0.77%
count of library flops with an enable pin -> 8192
Hold Path Class -> reg -> reg
synthesized area -> 0.316 mm²
fmax -> 0.0272 GHz
first-pass GRT wire length -> 1170 mm
comb area leader -> multiplexers
CP Cell Sequence -> clkdlybuf4s50_1 > buf_4 > or2_2 > mux2i_4 > buf_4 > nand3_4 > buf_4 > buf_4 > nor2_1
synthesized area per cell -> 21.5 µm²
critical path peak fanout -> 16
hpwl dp -> 490 mm
most frequent cells after synthesis -> 8192 x edfxtp_1, 1972 x mux4_2, 1052 x nor2_1
CTS Buf Count -> 818
Crit path top cell by count -> buf_4
DRT Pass-1 Iters -> 18
Final min period -> 36.76 ns
XOR/XNOR Fraction of Synth Area -> 0.0416%
critical path's largest stage delay -> 0.70 ns
via count -> 150000
maximum VDD drop -> 11.7 µV
dominant register cell -> edfxtp_1
die area -> 0.793 mm²
drt drc -> 0
htree depth -> 6
yosys stat cell total -> 14700
actual slew at the worst max-slew pin -> 1.29 ns
ao+oa area frac -> 3.68%
Post-Place Cells -> 24800
Root Buffer -> clkbuf_16
setup TNS -> 0 ns
Seq/Total Area, Yosys -> 78.2%
Die Width -> 891 µm
Final Wtd Congestion -> 0.865
clk_skew -> 0.0578 ns
RSZ-0062 raised after global routing -> no
Overflow after GRT -> 0
CTS Buffer Depth -> 4
layout cell share with drive strength beyond 1 -> 23.8%
report_power, final:
group	total (mW)	switching (mW)	internal, mW
logic	0.171	0.112	0.0597
registers	2.26	0.00178	2.26
clock network	1.78	0.777	1.00
final timing paths:
kind	from	to	slack [ns]	depth (start not counted)
min reg2reg	d10.Q_current[1]$_SDFFE_PN0P_	d10.Q_current[1]$_SDFFE_PN0P_	0.52	2
max	CK0	c14.mem[367][4]$_DFFE_PP_	131.14	9
max reg2reg	a11.Q_current[0]$_SDFFE_PN0P_	c14.Q[0]$_DFF_P_	159.21	14
min	d10.Q_current[1]$_SDFFE_PN0P_	d10.Q_current[1]$_SDFFE_PN0P_	0.52	2
cell usage in the layout (no fill, tap or decap), types with 159 or more instances in the layout:
cell and count:
clkinv_1 205, buf_4 545, mux4_2 1972, clkbuf_16 826, mux2i_1 159, nand2_1 306
a22oi_1 918, a21oi_1 479, clkbuf_1 189, nor2_1 1052, edfxtp_1 8192
critical path, delay by kind of cell:
family / cells / cell delay [ns]
muxes: 1 / 0.24
buffers and inverters: 5 / 1.96
and+or+nand+nor: 3 / 1.67
kinds of logic after synthesis:
family                     after synthesis
AOI/OAI and AO/OA                     1716
buffers and inverters                  944
DFF                                   8251
and+or+nand+nor                       1601
xor gates and xnor gates                15
adders and majority gates                6
muxes                                 2142
per-stage QoR:
stage / cell area [µm²] / total power [mW] / setup WS [ns] / hold WS, ns
CTS: 357000 / 4.24 / 131.20 / 0.523
global placement: 331000 / 2.47 / 129.99 / 0.521
floorplan: 316000 / 2.41 / 132.22 / 0.426
detailed placement: 331000 / 2.47 / 129.96 / 0.516
finish: 357000 / 4.21 / 131.14 / 0.516
global route: 357000 / 4.33 / 131.00 / 0.529
routing by layer:
metal | part of all wire (%) | GRT usage (%)
met1 | 31 | 26.5
met2 | 48 | 33.4
met3 | 16 | 16.2
met4 | 4.7 | 7.69
met5 | 0.15 | 0.960
state kept, by name, indices dropped and copies added, names as in the netlist, 4 cells and up:
signal	count
c13.mem	4096
c14.mem	4096
ra_counter.count	9
c13.Q	8
c14.Q	8
d10.Q_current	8
d13.Q_current	8
a11.Q_current	4
a12.Q_current	4
area by class of cell:
type / count / area (µm²)
sequential: 8251 / 247000
multi-input combinational: 5480 / 65400
inverter: 5 / 18.8
fill: 64400 / 431000
clock buffer: 1016 / 21400
antenna: 29 / 72.6
tap: 10500 / 13100
timing repair buffer: 612 / 4970
clock inverter: 502 / 4690
Power is estimated from default activity; no workload was simulated.
